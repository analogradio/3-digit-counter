**flow/run.sh**
```bash
#!/bin/bash
# OpenROAD 26Q1-2900-gdf79404cd8, Yosys 0.63+post, stock flow scripts
make -C /OpenROAD-flow-scripts/flow DESIGN_CONFIG=/design/flow/config.mk WORK_HOME=/design/flow/orfs finish
```
**flow/config.mk**
```make
export PLATFORM = sky130hd
export DESIGN_NAME = top
export DESIGN_NICKNAME = top
export VERILOG_FILES = /design/flow/design.v
export SDC_FILE = /design/flow/constraint.sdc
export NUM_CORES = 4
export LEC_CHECK = 1
export CORE_UTILIZATION = 30
```
**flow/constraint.sdc**
```tcl
current_design top

set clk_period 1.8
set clk_io_pct 0.2

create_clock -name clk0 -period $clk_period [get_ports {hz100}]

set non_clock_inputs [all_inputs -no_clocks]
set_input_delay [expr $clk_period * $clk_io_pct] -clock clk0 $non_clock_inputs
set_output_delay [expr $clk_period * $clk_io_pct] -clock clk0 [all_outputs]
```
**flow/design.v**
```verilog
module top (
  input  logic hz100, reset,
  input  logic [20:0] pb,
  output logic [7:0] left, right,
         ss7, ss6, ss5, ss4, ss3, ss2, ss1, ss0,
  output logic red, green, blue,
  output logic [7:0] txdata,
  input  logic [7:0] rxdata,
  output logic txclk, rxclk,
  input  logic txready, rxready
);
logic [3:0] temp, temp1, temp2;
shift_reg shift(.clk(hz100), .reset(reset), .en(pb[1]),
                  .Q({left[7:0], red, right[7:0]}));
one_up_counter one(.clk(left[7]), .en(pb[1]), .reset(reset), .out(temp));
one_up_counter two(.clk(temp[3] & temp[0]), .en(pb[1]), .reset(reset), .out(temp1));
one_up_counter three(.clk(temp1[3] & temp1[0]), .en(pb[1]), .reset(reset), .out(temp2));
ssdec s0(.in(temp), .out(ss0[7:0]), .enable(1'b1));
ssdec s1(.in(temp1), .out(ss1[7:0]), .enable(~(temp1 == 0) | ~(temp2 == 0)));
ssdec s2(.in(temp2), .out(ss2[7:0]), .enable(~(temp2 == 0)));
endmodule
module one_up_counter(
  input logic clk, en, reset,
  output logic [3:0] out
);
  logic [3:0] next_out;
  always_ff @ (negedge clk, posedge reset) begin
    if(reset == 1)
      out <= 0;
    else if(en == 1)
      out <= next_out;
  end
  always_comb begin
    if(out == 4'd9)
      next_out = 0;
    else begin
      next_out[0] = ~out[0];
      next_out[1] = out[1] ^ out[0];
      next_out[2] = out[2] ^ &(out[1:0]);
      next_out[3] = out[3] ^ &(out[2:0]);
    end
  end
endmodule
module shift_reg(
  input logic clk, reset, en,
  output logic [16:0] Q
);
  logic [16:0] NEXT_Q;
  always_ff @ (posedge clk, posedge reset) begin
    if(reset == 1)
      Q <= 17'b0;
    else if(en == 1)
      Q <= NEXT_Q;
  end
  always_comb begin
      if(Q == 17'b11111111111111111)
        NEXT_Q = 17'b0;
      else begin
        NEXT_Q[0] = 1'b1;
        NEXT_Q[1] = Q[0];
        NEXT_Q[2] = Q[1];
        NEXT_Q[3] = Q[2];
        NEXT_Q[4] = Q[3];
        NEXT_Q[5] = Q[4];
        NEXT_Q[6] = Q[5];
        NEXT_Q[7] = Q[6];
        NEXT_Q[8] = Q[7];
        NEXT_Q[9] = Q[8];
        NEXT_Q[10] = Q[9];
        NEXT_Q[11] = Q[10];
        NEXT_Q[12] = Q[11];
        NEXT_Q[13] = Q[12];
        NEXT_Q[14] = Q[13];
        NEXT_Q[15] = Q[14];
        NEXT_Q[16] = Q[15];
      end
    end
endmodule
module ssdec (input logic [3:0]in, output logic [7:0]out, input logic enable);
    logic [7:0] SEG7 [15:0];
    assign SEG7[4'h0] = 8'b00111111;
    assign SEG7[4'h1] = 8'b00000110;
    assign SEG7[4'h2] = 8'b01011011;
    assign SEG7[4'h3] = 8'b01001111;
    assign SEG7[4'h4] = 8'b01100110;
    assign SEG7[4'h5] = 8'b01101101;
    assign SEG7[4'h6] = 8'b01111101;
    assign SEG7[4'h7] = 8'b00000111;
    assign SEG7[4'h8] = 8'b01111111;
    assign SEG7[4'h9] = 8'b01100111;
    assign SEG7[4'ha] = 8'b01110111;
    assign SEG7[4'hb] = 8'b01111100;
    assign SEG7[4'hc] = 8'b00111001;
    assign SEG7[4'hd] = 8'b01011110;
    assign SEG7[4'he] = 8'b01111001;
    assign SEG7[4'hf] = 8'b01110001;
    assign out = enable == 1?SEG7[in]:0;
endmodule
```
==> impl_metrics.py <==
# Synthesis and PnR figures
metrics = {
    "cts": {
        "htree_num_levels": 1,
        "tritoncts": "built",
        "clock_latency_ns": 0.25,
        "cts-resized-gates": 0,
        "clockBufferDepth": 2,
        "ctsHoldBuffers": 0,
        "postCtsSetupRepairBufs": 0,
        "cts_buffers": 3,
        "clk_pin_slew_ns": 0.07,
        "cts-root-buf": "clkbuf_8",
    },
    "logic_synthesis": {
        "aoi_share_pct": 18.2,
        "yosys_warnings": 56,
        "synth.distinct_cells": 48,
        "yosys.area_share.simple_pct": 15.5,
        "synth_cells": 276,
        "synthTopCellsByArea": "buf_4, dfrtp_1, dfrtn_1",
        "edf_count": 0,
        "syn_area_mm2": 0.00240,
        "async_reset_ff_share_pct": 100,
        "yosys_cells": 276,
        "ys_dominant_reg_cell": "dfrtp_1",
        "ys_sh_mux_pct": 8.45,
        "ys_sh_xor_pct": 2.92,
        "synthTopCellsByCount": "buf_4, mux2i_1, buf_2, dfrtp_1, a21oi_1",
        "yosys_area_mm2": 0.00240,
        "top_area_share_pct": 17.8,
        "ys_ff": 29,
        "yosysTopAreaCell": "buf_4",
        "topCombFamilyByArea": "buffers and inverters",
        "ys_sh_adder_pct": 1.04,
        "synth_area_per_cell_um2": 8.69,
        "synth_seq_share_pct": 30.2,
        "yosysMostFrequentCell": "buf_4",
    },
    "die": {
        "ios": 126,
        "core_mm2": 0.00773,
        "fp-row-count": 32,
        "fp-utilization_pct": 31.1,
        "fp.dieW_um": 91.4,
        "die_y_um": 91.4,
        "chipArea_mm2": 0.00836,
    },
    "critical_path": {
        "worstSetupEndpointType": "output pin",
        "critPathArrivalTime_ns": 1.23,
        "critPathBufInv": 1,
        "path_cells": "clkdlybuf4s50_1",
        "cp_top_family": "buffers and inverters",
        "cpPeakStageDelay_ns": 0.51,
        "crit_fanout": 7,
        "cp.required_ns": 1.44,
        "path_class": "flop to output pin",
        "start_kind": "flop",
        "crit_path_top_delay_cell": "clkdlybuf4s50_1",
    },
    "final_timing": {
        "max_freq_ghz": 0.629,
        "rsz0062_at_grt": "no",
        "slew_headroom_pct": 64.0,
        "drv_slew": 0,
        "unclocked_regs": 12,
        "hold_viol": 0,
        "setup_viol": 0,
        "tightest_slew_ns": 0.540,
        "skew_ns": 0.00639,
        "fin_setup_tns_ns": 0,
        "timing.final.crit_share_pct": 88.3,
        "untimed_endpoints": 33,
        "min_period_ns": 1.59,
    },
    "detailed_routing": {
        "drc": 0,
        "viasPerCell": 4.36,
        "antennaDiodeCount": 0,
        "drtAntennaViolNets": 0,
        "first_pass_iters": 4,
        "drtIter0Drc": 71,
        "dr_total_vias": 1774,
        "wl_mm": 4.17,
        "wl_per_cell_um": 10.3,
    },
    "outcome": {
        "status": "completed",
    },
    "cells_and_area": {
        "area_growth_pct": 12.7,
        "drive_above_1_share_pct": 10.2,
        "post-route-util_pct": 35.0,
        "fin_cells": 407,
        "n_fill_cell": 781,
    },
    "global_route": {
        "antenna_found_initial": 0,
        "grt_pass1_vias": 1535,
        "track_usage_pct": 10.1,
        "grt.overflow.total": 0,
        "grt_first_pass_wirelength_mm": 7.18,
        "grt_max_degree": 30,
    },
    "power_and_ir_drop": {
        "total_power_uw": 2560,
        "max-vdd-ir-drop_mv": 0.716,
        "power.leakage_uw": 0.00119,
        "power_density_mw_per_mm2": 947,
    },
    "placed_design": {
        "place_congestion": 0.763,
        "port-buffer-count": 40,
        "placed_cells": 403,
        "dpl.hpwl_mm": 2.98,
    },
    "run": {
        "maxCapViolations": 0,
        "warnings": 55,
    },
    "min_path": {
        "hold_path.class": "input pin to asynchronous set/reset pin",
    },
}
==> metrics by stage <==
| step | hold slack (ns) | area (µm²) | setup slack [ns] |
|---|---|---|---|
| 3_5_place_dp | 0.577 | 2660 | 0.200 |
| 4_1_cts | 0.518 | 2710 | 0.189 |
| 5_1_grt | 0.553 | 2710 | 0.148 |
| 3_3_place_gp | 0.568 | 2660 | 0.229 |
| 2_1_floorplan | 0.438 | 2600 | 0.586 |
| 6_report | 0.496 | 2710 | 0.211 |
==> cell usage in the layout (no fill, tap or decap), drive strengths merged, types with 2 or more instances in the layout <==
cell type / netlist / final
or2: 2 / 2
nand2b: 7 / 7
xor2: 5 / 5
nor2b: 6 / 6
mux2: 2 / 2
a32oi: 4 / 4
dfrtn: 12 / 12
o21a: 3 / 3
conb: 1 / 55
clkbuf: 2 / 3
a2bb2oi: 3 / 3
buf: 75 / 8
a22o: 2 / 2
ha: 2 / 2
nor3b: 3 / 3
nor3: 5 / 5
dfrtp: 17 / 17
a21oi: 26 / 26
inv: 8 / 8
nand3: 7 / 7
o21ai: 12 / 12
nand2: 13 / 13
a21o: 2 / 2
nor2: 12 / 12
clkdlybuf4s50: 0 / 40
and2: 4 / 4
a21boi: 2 / 2
xnor2: 3 / 3
nand4: 4 / 4
mux2i: 18 / 18
a22oi: 4 / 4
==> area by class of cell <==
type,count,area [µm²],area share [%]
Tap cell,102,128,4.72
Multi-Input combinational cell,216,1320,48.6
Sequential cell,29,726,26.8
Timing Repair Buffer,48,460,17.0
Clock inverter,1,5.00,0.185
Clock buffer,3,41.3,1.53
Inverter,8,30.0,1.11
==> sequential cells by signal, indices dropped and copies added, names as in the netlist <==
signal	count
one.out	4
shift.Q	17
three.out	4
two.out	4
==> metal layers <==
metal | global-route usage, % | share of wire (%) | vias up
met1 | 16.2 | 50 | 818
met2 | 15.8 | 46 | 56
met5 | 0 | 0 | -
met3 | 0.680 | 3.8 | 4
li1 | - | - | 896
met4 | 0.926 | 0.74 | 0
==> path summary, 6_finish.rpt <==
path / from / endpoint / slack (ns) / depth (start not counted)
worst max-delay path: shift.Q[16] / left[7] / 0.21 / 1
worst min-delay path: reset / shift.Q[3] / 0.50 / 3
worst max register to register: shift.Q[2] / shift.Q[9] / 0.42 / 4
worst min register to register: shift.Q[0] / shift.Q[0] / 0.59 / 2
max in group asynchronous: reset / shift.Q[11] / 1.03 / 3
min in group clk0: shift.Q[0] / shift.Q[0] / 0.59 / 2
==> logic make-up after synthesis <==
kind of cell | count (synthesis)
buffers and inverters | 85
AND/OR/NAND/NOR | 68
flip-flops | 29
other | 1
XOR/XNOR | 8
adder cells (fa/ha/maj) | 2
multiplexers | 20
AND-OR/OR-AND | 63
==> power breakdown <==
part,leakage (µW),internal (µW),switching [µW]
registers,0.000312,643,319
clock network,0.0000255,153,129
logic,0.000853,823,496
Power is estimated from default activity; no workload was simulated.
